[design/flow/design.v]
module mcp3202_slave(spi_clk,cs,din,dout);
  input spi_clk,cs,din;
  output reg dout;
  bit [4:0] count;  
  bit sgl_diff,odd_sign,msbf;
  reg [11:0] adc_data = 12'haaf;  
  typedef enum bit[1:0] {IDLE, CONFIG, SEND} fsm;
  fsm state;
  always @(negedge spi_clk) begin
    case(state) 
      IDLE: begin
        if(cs == 0 && count ==0) begin
          state <= CONFIG;
          count <= count + 1;
        end
        else
          state <= IDLE;
      end
      CONFIG: begin
        if(count == 5'd1) 
          sgl_diff <= din;
        else if(count == 5'd2) 
          odd_sign <= din;
        else if(count == 5'd3)
          msbf <= din;
        else begin
          state <= SEND;
          dout <= 0;
        end
        count <= count + 1;
      end
      SEND: begin
        if(count < 5'd17) begin  
          dout <= adc_data[11-(count-5)];
          state <= SEND;
          count <= count + 1;
        end
        else if(msbf == 0 && count > 5'd16 && count <5'd28) begin  
          dout <= adc_data[count-16];
           state <= SEND;
           count <= count + 1;
        end
        else begin
          state <= IDLE;
          count <= 0;
        end
      end
    endcase
  end
endmodule
[design/flow/run.sh]
#!/bin/bash
# OpenROAD 26Q1-2900-gdf79404cd8, Yosys 0.63+post, stock flow scripts
make -C /OpenROAD-flow-scripts/flow DESIGN_CONFIG=/design/flow/config.mk WORK_HOME=/design/flow/orfs finish
[design/flow/config.mk]
export PLATFORM = sky130hd
export DESIGN_NAME = mcp3202_slave
export DESIGN_NICKNAME = mcp3202_slave
export VERILOG_FILES = /design/flow/design.v
export SDC_FILE = /design/flow/constraint.sdc
export NUM_CORES = 4
export LEC_CHECK = 1
export CORE_AREA = 10 10 70 70
export DIE_AREA = 0 0 80 80
[design/flow/constraint.sdc]
current_design mcp3202_slave

set clk_period 2.0
set clk_io_pct 0.2

create_clock -name clk0 -period $clk_period [get_ports {spi_clk}]

set non_clock_inputs [all_inputs -no_clocks]
set_input_delay [expr $clk_period * $clk_io_pct] -clock clk0 $non_clock_inputs
set_output_delay [expr $clk_period * $clk_io_pct] -clock clk0 [all_outputs]
==> results.toml <==
# yosys + openroad results
[synth]
edf_count = 7
area_leaders = "edfxtp_1 29%, ha_1 10%, dfxtp_1 8.4%"
ys_warn_count = 1
common_cells = "7 x edfxtp_1, 7 x nor2_1, 6 x ha_1, 5 x inv_1, 5 x nand2b_1"
ys_seq_share_pct = 37.6
top_cell_area_share_pct = 29.3
yosys_area_um2 = 718
syn_inst = 73
synth-seq-cells = 10
top_area_cell = "edfxtp_1"
ff_type = "edfxtp_1"
avgSynthCellArea_um2 = 9.84
synth_cell_types = 34
yosys_cells = 73
syn-cell-area_um2 = 718
synth-async-reset-ratio_pct = 0

[place]
place_congestion = 0.879
hpwlAfterDp_um = 1100
port_buffers = 3
placed_cell_area_um2 = 907
place_inst = 130

[status]
failed_checks = "setup timing"
outcome = "finished, violations left"

[timing]
rsz0062_at_grt = "yes"
worstMarginPinSlew_ns = 0.262
skew_ns = 0.0133
finalSetupViolations = 7
relSlewSlack_pct = 82.5
holdWs_ns = 0.509
drv_slew = 0
hold_viol = 0
finalWorstSetupSlack_ns = -0.183

[worst_setup_path]
cp_slowest_cell = "edfxtp_1"
critPathTopFamily = "flip-flops"
critPathBufInv = 1
crit_cells = 1
cp_slowest_stage_delay_ns = 0.34
startpoint = "dout"
start_kind = "flop"
cp.arrival_ns = 1.78
r2r-end = "dout"
critical_path_class = "flop to primary output"
required_ns = 1.60
path_max_fanout = 1
cp_cell_sequence = "buf_2"
r2r_setup_slack_ns = -0.12
end_kind = "primary output"
r2r-start = "count[0]"
ff2ff_path_depth = 8
cp-endpoint = "dout"

[routing]
via_per_inst = 4.06
routed_wirelength_um = 1480
drt_iter0_drc = 18
vias = 589
drcViolationCount = 0
drt_first_pass_iters = 4
antennaDiodeCount = 0
ant_nets = 0
wl_per_cell_um = 10.2

[final_layout]
final_util_pct = 30.1
fillers = 355
logic_area_um2 = 477
drive_gt1_share_pct = 37.4
regArea_um2 = 270
fin_cells = 145
design_area_mm2 = 0.00103
area_growth_pct = 43.4

[clocking]
clock_latency_ns = 0.33
clock_path_buffers = 2
hold_buffers = 0
cts_htree_levels = 1
root_buffer = "clkbuf_4"
tritoncts = "yes"
path_clk_slew_ns = 0.04
cts_sinks = 10
cts_buffers = 3

[die]
die_h_um = 80
io_pins = 4
dieArea_mm2 = 0.00640
die_w_um = 80
coreArea_mm2 = 0.00342
row_count = 21
initCoreUtil_pct = 21.0

[global_routing]
grt_overflow = 0
grt_usage_pct = 5.04
grt_max_degree = 9
grt_pass1_vias = 595
grt_pass1_wl_um = 2600
antenna_found_initial = 0

[worst_hold_path]
hold_class = "flop to flop"

[pwr]
leakagePower_uw = 0.000451
vdd_drop_max_uv = 243
p_per_area_mw_per_mm2 = 431

[job]
cap_violations = 0
warning_count = 42
==> repair_timing <==
item                       in CTS  in global routing
resized                         9                  9
setup endpoints to repair       7                 12
hold endpoints to repair        0                  0
setup buffers                   0                  2
pin swaps                       1                  1
==> worst register-to-register path, stage by stage (launching register included) <==
cell,delay (ns)
edfxtp_1,0.48
inv_4,0.06
ha_4,0.17
xnor2_2,0.13
ha_2,0.18
xor2_1,0.14
or3_1,0.31
a32o_1,0.24
and3_1,0.17
==> flip-flops by register name, summed over array words and instances, names as in the netlist <==
register  count
state         3
dout          1
count         5
msbf          1
==> through the flow <==
step,worst slack [ns],TNS (ns),power [uW]
after global placement,-0.729,-4.60,264
after CTS,-0.206,-1.20,460
final,-0.183,-0.508,443
after detailed placement,-0.748,-4.71,263
after floorplan,-0.229,-1.25,259
after global routing,-0.235,-0.833,497
==> final cells by class <==
class                           count  area share (%)
Multi-Input combinational cell     53            46.3
Sequential cell                    10            26.2
Timing Repair Buffer               18            13.9
Tap cell                           46            5.59
Clock inverter                     11            4.13
Clock buffer                        3            2.19
Inverter                            4            1.70
==> where the power goes <==
group	total (uW)	leakage, uW	internal (uW)	switching, uW
Clock	216	0.0000671	98.9	117
Combinational	6.78	0.000286	5.37	1.42
Sequential	221	0.0000984	221	0
Total	443	0.000451	325	118
==> worst min-delay path by stage <==
stage	from	end	depth (start not counted)
6_report	state[0]	state[0]	2
5_1_grt	state[0]	state[0]	2
4_1_cts	state[0]	state[0]	2
==> cell families (layout without fill, tap and decap cells) <==
family / count (synthesis) / count (layout) / share of synthesized area (%)
AOI/OAI and AO/OA: 13 / 13 / 13.8
and+or+nand+nor: 27 / 27 / 21.8
xor gates and xnor gates: 6 / 6 / 7.32
adders and majority gates: 7 / 7 / 11.8
DFF: 10 / 10 / 37.6
buffers and inverters: 10 / 36 / 7.67
==> placed cells by master (no fill, tap or decap), types with 2 or more instances in the layout <==
cell type  count
dfxtp_1        3
buf_6          2
ha_1           3
nand2_1        2
ha_4           2
nand2b_1       3
edfxtp_1       7
clkbuf_4       3
buf_4         14
o31a_1         2
nor2b_1        2
nor2_1         5
a21oi_1        2
o21ai_0        2
nand2b_4       2
xor2_1         4
inv_1         12
==> metal layers <==
layer	track usage, %	up-vias	part of all wire [%]
met2	6.26	12	41
met3	4.32	2	8.7
met1	6.35	264	50
li1	-	311	-
met4	1.23	0	0.27
met5	0	-	0
Power figures rest on the tool's default switching activity, not on a simulated workload.
